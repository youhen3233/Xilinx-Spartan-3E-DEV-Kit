**run.sh**
```bash
#!/bin/bash
# OpenROAD 26Q1-2900-gdf79404cd8, Yosys 0.63+post, stock flow scripts
make -C /OpenROAD-flow-scripts/flow DESIGN_CONFIG=/design/flow/config.mk WORK_HOME=/design/flow/orfs finish
```
**config.mk**
```make
export PLATFORM = sky130hd
export DESIGN_NAME = password
export DESIGN_NICKNAME = password
export VERILOG_FILES = /design/flow/design.v
export SDC_FILE = /design/flow/constraint.sdc
export NUM_CORES = 4
export LEC_CHECK = 1
export CORE_UTILIZATION = 30
```
**constraint.sdc**
```tcl
current_design password

set clk_period 6.3
set clk_io_pct 0.2

create_clock -name clk0 -period $clk_period [get_ports {clk}]

set non_clock_inputs [all_inputs -no_clocks]
set_input_delay [expr $clk_period * $clk_io_pct] -clock clk0 $non_clock_inputs
set_output_delay [expr $clk_period * $clk_io_pct] -clock clk0 [all_outputs]
```
**design.v**
```verilog
`timescale 1ns / 1ps
module decoder(data, out);
	input [3:0]data ;
	output [7:0]out ;
	reg out;
	always@(data)
		case (data )
			4'h0 : out = {1'b1,7'b1000000};
			4'h1 : out = {1'b1,7'b1111001};
			4'h2 : out = {1'b1,7'b0100100};
			4'h3 : out = {1'b1,7'b0110000};
			4'h4 : out = {1'b1,7'b0011001};
			4'h5 : out = {1'b1,7'b0010010};
			4'h6 : out = {1'b1,7'b0000010};
			4'h7 : out = {1'b1,7'b1111000};
			4'h8 : out = {1'b1,7'b0000000};
			4'h9 : out = {1'b1,7'b0011000};
			4'hA : out = {1'b1,7'b0001000};
			4'hB : out = {1'b1,7'b0101111};		 
			4'hC : out = {1'b1,7'b0001100};		 
			4'hD : out = {1'b1,7'b0100001};
			4'hE : out = {1'b1,7'b0000110};
			4'hF : out = {1'b1,7'b0001110};
		endcase
endmodule
`timescale 1ns / 1ps
module password(	clk, enh , ofl , setting  , ent ,sun,seven    );
	input clk,enh,ofl,ent,setting;
	output reg [3:0]sun;
	output  [7:0]seven;
	reg [25:0]cn2,cn1;	
	reg wv_s;
	reg [3:0]sh0,sh1,sh2,sh3;
	reg	[3:0]va0,va1,va2,va3;
	reg enho,oflo,ento;
	reg [3:0]p3,p2,p1,p0;
	reg [1:0]bitchoose,bitchoose2;
	reg [3:0]opr;
	reg o,z,p ,ot,zt,pt;
	decoder a1 (opr,seven);
	always@(posedge oflo)begin
		if(setting ==1) begin
			if(bitchoose2 < 3)		bitchoose2 <= bitchoose2 +1;
			else bitchoose2 <= 0;	
		end
		else if(ent == 0)begin
			if(bitchoose < 3)		bitchoose <= bitchoose +1;
			else bitchoose <= 0;			
		end
	end
	always@(posedge enho )begin
		if(setting == 1)begin
			if(bitchoose2 == 0)begin
					if(p0 < 9)begin
						p0 <= p0+1 ;
					end
					else p0 <= 0;
				end 
				if(bitchoose2 == 1)begin
					if(p1 < 9)begin
						p1 <= p1 +1 ;
					end
					else p1 <=0;
				end 
				if(bitchoose2 == 2)begin
					if(p2 < 9)begin
						p2 <= p2 +1 ;
					end
					else p2 <=0;
				end 
				if(bitchoose2 == 3)begin
					if(p3 < 9)begin
						p3 <= p3 +1 ;
					end
					else p3 <=0;
				end 
		end
		else begin
			if(ent == 0)begin					 
				if(bitchoose == 0)begin
					if(va0 < 9)begin
						va0 <= va0 +1 ;
					end
					else va0 <=0;
				end 
				if(bitchoose == 1)begin
					if(va1 < 9)begin
						va1 <= va1 +1 ;
					end
					else va1 <=0;
				end 
				if(bitchoose == 2)begin
					if(va2 < 9)begin
						va2 <= va2 +1 ;
					end
					else va2 <=0;
				end 
				if(bitchoose == 3)begin
					if(va3 < 9)begin
						va3 <= va3 +1 ;
					end
					else va3 <=0;
				end 
			end
			else begin
				if(va3 == p3 && va2 == p2 && va1 == p1 && va0 == p0)begin
					sh3 <= 4'hC;	
					sh2 <= 4'hA;
					sh1	<= 4'h5;				
					sh0	<= 4'h5;
				end		
				else begin
					sh3 <= 4'h1;
					sh2 <= 4'hE;
					sh1	<= 4'hB;				
					sh0	<= 4'hB;		
				end
			end
		end
	end 
	always @(posedge clk )begin    
		o <= enh;
		z <= o;
		p <= o^z;
	end 
	always @(posedge p )begin     
		enho <= ~enho;
	end 
	always @(posedge clk )begin    
		ot <= ofl;
		zt <= ot;
		pt <= ot^zt;
	end 
	always @(posedge pt )begin     
		oflo <= ~oflo;
	end 
	always @(posedge clk )begin 	 
		if (cn2 < 20000)begin 
				cn2 <= cn2 +1;
				sun <= 4'b 1110;
				if(setting ==1)begin
					opr <= p0;
				end
				else begin
					if(ent == 0)		opr <= va0;
					else begin
						if(va3 == p3 && va2 == p2 && va1 == p1 && va0 == p0)	opr <= 	4'h5;
						else opr <= 4'hB;
					end
				end
		end 
		else if (cn2> 19999 & cn2< 40000)	begin
				cn2 <= cn2 +1;
				sun <= 4'b 1101;
				if(setting ==1)begin
					opr <= p1;
				end
				else begin
					if(ent == 0)		opr <= va1;
					else begin
						if(va3 == p3 && va2 == p2 && va1 == p1 && va0 == p0)	opr <= 	4'h5;
						else opr <= 4'hB;
					end
				end
		end 	
		else if (cn2 >39999 & cn2 <60000)begin
				cn2 <= cn2 +1;
				sun <= 4'b 1011;
				if(setting ==1)begin
					opr <= p2;
				end
				else begin
					if(ent == 0)		opr <= va2;
					else begin
						if(va3 == p3 && va2 == p2 && va1 == p1 && va0 == p0)	opr <= 	4'hA;
						else opr <= 4'hE;
					end
				end
		end	
		else if (cn2 >59999 & cn2 <80000)begin
				cn2 <= cn2 +1;
				sun <= 4'b 0111;
				if(setting ==1)begin
					opr <= p3;
				end
				else begin
					if(ent == 0)		opr <= va3;
					else begin
						if(va3 == p3 && va2 == p2 && va1 == p1 && va0 == p0)	opr <= 	4'hC;
						else opr <= 4'h1;
					end
				end
		end	
		else cn2 <= 0;
	end 
endmodule
```
==> flow_metrics.tcl <==
# flow metrics
set metrics [dict create \
    worstSetupPathType "input port to flop" \
    cts_setup_buffers 0 \
    drtIter0Drc 195 \
    hold-worst-slack_ps 360.1 \
    drive_gt1_share_pct 4.393 \
    dr.pass1.iters 10 \
    topCombFamilyByArea "simple AND/OR/NAND/NOR gates" \
    r2r_start "cn2[22]$_DFF_P_" \
    routedWlPerCell_um 12.80 \
    synthesis.instances 464 \
    synth_top_cell_by_area "edfxtp_1" \
    synthArstFlopShare_pct 0 \
    ios 17 \
    start_kind "input port" \
    core_util_floorplan_pct 31.00 \
    drc 0 \
    max-slew-margin-rel_pct 45.52 \
    root_buffer "clkbuf_16" \
    worstPathArrival_ps 4180 \
    mux_area_share_pct 0.4393 \
    ys_ff 85 \
    viasPerCell 4.900 \
    synthAoiAreaFrac_pct 14.80 \
    worst_slew_pin_slew_ps 815.8 \
    syn_avg_cell_area_um2 9.821 \
    antenna_found_initial 0 \
    min_path_cells 0 \
    setup_viol 0 \
    syn_area_um2 4557 \
    rrSetupSlack_ps 2670 \
    globalplace.congestion 0.8813 \
    fin_setup_tns_ps 0 \
    slew_violations 0 \
    xor_area_share_pct 6.343 \
    yosysChipArea_um2 4557 \
    grt_max_degree 40 \
    endpoint_kind "flop" \
    post_cts_resized 0 \
    cp.required_ps 6480 \
    fa_ha_area_share_pct 8.237 \
    simple_gate_area_share_pct 18.09 \
    grt_pass1_wl_um 15060 \
    crit_start "ent" \
    clk_pin_slew_ps 70 \
    die_w_um 125.2 \
    lay_top_count "dfxtp_1" \
    n_antenna_cell 0 \
    max_freq_mhz 249.6 \
    cts.htree.levels 2 \
    synth_cell_type_count 64 \
    leakagePower_nw 1.851 \
    grt_usage_pct 11.82 \
    ys_cells 464 \
    vias 3244 \
    rsz0062_at_grt "false" \
    final-hold-violation-count 0 \
    dp_hpwl_um 6550 \
    chipArea_um2 15690 \
    wl_um 8472 \
    warnings 43 \
    overflow 0 \
    yosysSeqAreaShare_pct 46.13 \
    synth_warnings 2 \
    num_rows 44 \
    place_inst 654 \
    ff_type "dfxtp_1" \
    untimed_endpoints 74 \
    clock_skew_ps 9.636 \
    io_buffers 15 \
    ant_nets 0 \
    hold_class "flop to flop" \
    status "finished clean" \
    top_cells_by_area "edfxtp_1 (26%), dfxtp_1 (20%), ha_1 (8.2%)" \
    worstRegToRegCells 10 \
    powerDensity_nw_per_um2 120.4 \
    clock_path_buffers 2 \
    clock_latency_ps 290 \
    rr_endpoint "seven[1]$_DFF_P_" \
    fin_crit_ps 4007 \
    finalCritPeriodShare_pct 63.60 \
    die_height_um 125.2 \
    ir_worst_vdd_mv 0.09721 \
    totalPowerFinal_mw 0.6049 \
    syn_to_final_growth_pct 10.21 \
    mostFrequentLayoutCells "dfxtp_1 (45), nor2_1 (40), edfxtp_1 (40)" \
    crit_fanout 19 \
    drv_cap 0 \
    unclocked_pins 38 \
    top_cell_area_share_pct 26.36 \
    postCtsHoldBufs 0 \
    edf_count 40 \
    grt_pass1_vias 3118 \
    coreArea_um2 14700 \
    layout.cells.non_filler 662 \
    cp-endpoint "seven[1]$_DFF_P_" \
    numCtsBuffers 5 \
    cts_tree "built" \
]
[flip-flops by register name (all words and copies together) (netlist names), 2 cells and up]
register / flops
bitchoose: 2
bitchoose2: 2
cn2: 26
opr: 4
p0: 4
p1: 4
p2: 4
p3: 4
seven: 7
sun: 4
va0: 4
va1: 4
va2: 4
va3: 4
[stage by stage]
step | area [µm²] | setup slack, ps | utilization [%]
global route | 5022 | 2109 | 34.17
floorplan | 4587 | 2765 | -
CTS | 5022 | 2303 | 34.17
finish | 5022 | 2293 | 34.17
detailed placement | 4880 | 1996 | 33.20
global placement | 4880 | 2065 | 33.20
[cells by family after synthesis]
| logic type | count (synthesis) |
|---|---|
| AOI/OAI and AO/OA | 97 |
| xor gates and xnor gates | 33 |
| adders and majority gates | 30 |
| buffers and inverters | 60 |
| DFF | 85 |
| muxes | 2 |
| other | 2 |
| and+or+nand+nor | 155 |
[power breakdown]
part,total (mW),internal [mW],switching [mW]
clock,0.254,0.147,0.107
combinational,0.0323,0.0173,0.0150
sequential,0.319,0.314,0.00480
total,0.605,0.478,0.127
[synth_stat cells (6+ instances only)]
master    instances
nand4_1          12
buf_4             6
edfxtp_1         40
ha_1             30
o21ai_0          25
nor2_1           40
nand2b_1          9
buf_2             6
a211oi_1          8
and2_1           15
a21boi_0          8
a21oi_1          16
nand3_1           7
xnor2_1          21
nor4_1            9
dfxtp_1          45
nand2_1          28
nor3_1           13
clkbuf_1          6
inv_1            39
xor2_1           12
[worst max-delay path, stage by stage]
cell	delay, ps
clkdlybuf4s50_1	880
nor2_1	260
a221o_1	350
a22oi_1	270
a311o_1	350
inv_1	120
ha_1	290
nand2b_1	140
a32o_1	270
[cell type report]
class | instances | area (µm²)
fill | 1430 | 9677
multi-input combinational | 327 | 2221
sequential | 85 | 2102
tap | 184 | 230.2
timing repair buffer | 19 | 180.2
inverter | 39 | 146.4
clock buffer | 6 | 128.9
clock inverter | 2 | 13.76
[metal layers]
metal  track usage [%]  up-vias  share of wire, %  wire length [µm]
li1                  -     1666                 -                 -
met4             1.004        0              0.70                59
met5                 0        -                 0                 0
met1             18.89     1520                52              4390
met2             17.84       52                44              3731
met3             2.224        6               3.4               290
[worst min path at each step]
stage	start	to	slack [ps]
CTS	ot$_DFF_P_	zt$_DFF_P_	360
finish	ot$_DFF_P_	zt$_DFF_P_	360
global route	ot$_DFF_P_	zt$_DFF_P_	370
