==> design/flow/design.v <==
`timescale 1ns / 1ps
module enhance_3( clk, rst,sun,seven   );
	input clk;	
	input rst;
	output reg [3:0]sun;
	output  [7:0]seven;		
	reg [28:0] cn, cn2;
	reg [3:0]a,b,c;
	reg [4:0]opr;
	reg w_a,w_b,w_c;
	decoderrrrr a1(opr, seven);
	always @(posedge clk )begin     
		if (cn < 4000000)    
			begin 
				cn <= cn +1;
			end 
		else if (cn > 3999999) 
			begin
				cn <= 0;
				if(rst == 0)begin
						if(a < 9) begin
							a <= a + 1;
							w_a <= 1;
						end
						else begin						
							a <= 0 ;	
							if(b < 9)  begin
								b <= b + 1;
								w_b <= 1;
							end
							else  begin   
								b <= 0 ;
								if(c < 9) begin
									c <= c + 1;
									w_c <= 1;
								end
								else begin   
									c <= 0;
									w_a <= 0;
									w_b <= 0;
									w_c <= 0;
								end 
							end
						end 
				end 
				else	begin
					a <= 0;
					b <= 0;
					c <= 0;
					w_a <= 0;
					w_b <= 0;
					w_c <= 0;
				end
			end 
	end 
	always @(posedge clk )begin 		 
		if (cn2 < 200000)
			begin 
				cn2 <= cn2 +1;
				if(w_a == 1)begin
					sun <= 4'b 1110;
					opr <= a; 
				end
				else
					sun <= 4'b 1111;
			end 
		else if 	(cn2> 199999 & cn2< 400000)
			begin
				cn2 <= cn2 +1;
				if(w_b == 1)begin
				sun <= 4'b 1101;
				opr <= b; 
				end
				else 
					sun <= 4'b 1111;
			end 
		else if (cn2 > 399999 & cn2 <600000) 
			begin
				cn2 <= cn2+1;
				if(w_c == 1)begin
				sun <= 4'b 1011;
				opr <= c; 
				end
				else 
					sun <= 4'b 1111;
			end 
		else if (cn2 > 599999)		cn2 <= 0;
	end 
endmodule
module decoderrrrr(data, out);
	input [3:0]data ;
	output [7:0]out ;
	reg out;
	always@(data)
		case (data )
			4'h0 : out = {1'b1,7'b1000000};
			4'h1 : out = {1'b1,7'b1111001};
			4'h2 : out = {1'b1,7'b0100100};
			4'h3 : out = {1'b1,7'b0110000};
			4'h4 : out = {1'b1,7'b0011001};
			4'h5 : out = {1'b1,7'b0010010};
			4'h6 : out = {1'b1,7'b0000010};
			4'h7 : out = {1'b1,7'b1111000};
			4'h8 : out = {1'b1,7'b0000000};
			4'h9 : out = {1'b1,7'b0011000};
			4'hA : out = {1'b1,7'b0001000};
			4'hB : out = {1'b1,7'b0000011};
			4'hC : out = {1'b1,7'b1000110};
			4'hD : out = {1'b1,7'b0100001};
			4'hE : out = {1'b1,7'b0000110};
			4'hF : out = {1'b1,7'b0001110};
		endcase
endmodule
==> design/flow/run.sh <==
#!/bin/bash
# OpenROAD 26Q1-2900-gdf79404cd8, Yosys 0.63+post, stock flow scripts
make -C /OpenROAD-flow-scripts/flow DESIGN_CONFIG=/design/flow/config.mk WORK_HOME=/design/flow/orfs finish
==> design/flow/config.mk <==
export PLATFORM = sky130hd
export DESIGN_NAME = enhance_3
export DESIGN_NICKNAME = enhance_3
export VERILOG_FILES = /design/flow/design.v
export SDC_FILE = /design/flow/constraint.sdc
export NUM_CORES = 4
export LEC_CHECK = 1
export CORE_UTILIZATION = 30
==> design/flow/constraint.sdc <==
current_design enhance_3

set clk_period 7.9
set clk_io_pct 0.2

create_clock -name clk0 -period $clk_period [get_ports {clk}]

set non_clock_inputs [all_inputs -no_clocks]
set_input_delay [expr $clk_period * $clk_io_pct] -clock clk0 $non_clock_inputs
set_output_delay [expr $clk_period * $clk_io_pct] -clock clk0 [all_outputs]
==> out/metrics.cfg <==
[detailed_routing]
routedWlPerCell_um=10.35
drc_errors=0
routed-via-count=2936
first_pass_iters=4
viasPerCell=4.363
drtAntennaViolNets=0
dr.first_iter.drc_count=161
drt_wl_total_um=6963
antenna_cells=0

[placed_design]
io_buffer_count=11
place_area_sq_um=5086
place.gp.congestion=0.8356
dpl.hpwl_um=4969

[sta]
finalClockPeriodUsage_pct=48.99
finalMaxSlewViolations=0
timing.final.hold_violations=0
fmax_ghz=0.2584
maxSlewHeadroom_pct=55.09
worstMarginPinSlew_ns=0.6687
setup_viol=0
min_period_ns=3.871
rsz0062_at_grt=false
fin_skew_ns=0.004946
tns_ns=0

[grt]
grt_pass1_vias=2775
grt_max_degree=29
grt_pass1_wl_um=12280
gr-usage-met3_pct=2.320
grt_use_total_pct=9.782
antenna_found_initial=0
grtUsageMet2_pct=15.63
overflow=0
top_usage_layer=met2
grtUsageMet1_pct=14.51

[power]
ir_worst_vdd_uv=98.79
p_leak_nw=2.004
p_per_area_nw_per_um2=185.4

[die]
coreArea_sq_um=14590
initCoreUtil_pct=30.87
die_y_um=124.5
io_pins=14
num_rows=44
die_width_um=124.5
dieArea_sq_um=15500

[synth]
ys_seq_share_pct=56.46
avgSynthCellArea_sq_um=11.37
ys_types=55
post-synth-top-area-cell=edfxtp_1
ys.flops=87
ys_area_sq_um=4503
ff_type=edfxtp_1
postSynthCellCount=396
synthesis.area_sq_um=4503
synth.top_cell.area_share_pct=53.35
synth_async_sr_flop_share_pct=0
synth-edff-count=80
topCellsByArea=edfxtp_1 53%, nor2_1 5.0%, xnor2_1 3.7%, ha_1 3.6%, xor2_1 3.5%
yosysWarnings=3
ys_cells=396
top_cell=edfxtp_1
synth.top_cells.by_count=80 x edfxtp_1, 60 x nor2_1, 27 x inv_1

[run]
warning_count=32
drv_cap=0

[worst_setup_path]
cp.required_ns=8.16
arrival_ns=4.13
cp-startpoint=cn2[22]
start_kind=register
path_class=reg -> reg
worst_setup_path_end_kind=register
r2r-start=cn2[22]
worst-path-max-fanout=19

[hold_path]
hold_path.class=reg -> reg
hold_start=cn[21]

[clock_network]
clockBufferDepth=2
cts.sinks=87
postCtsSetupRepairBufs=0
ctsRootBufferMaster=clkbuf_16
cts.repair.resized=0
htree_levels=3
clk_pin_slew_ns=0.06
postCtsHoldBufs=0
clock_latency_ns=0.33
cts_buffers=9
cts_tree=yes

[final_layout]
filler_cell_count=1350
drive_gt1_share_pct=6.953
comb_area_sq_um=2076
flop_area_sq_um=2542
design_area_sq_um=5376
area_growth_pct=19.39

[run_status]
status=finished, final reports clean

[path summary, 6_finish.rpt]
kind	endpoint	slack, ns	cells after the start
setup / recovery	seven[3]	4.03	12
setup reg to reg	seven[3]	4.03	12
hold reg to reg	cn[21]	0.58	2
hold / removal	cn[21]	0.58	2
[registers in the layout (all words and copies together) (netlist names), 3 cells and up]
signal and cells:
b 4, c 4, cn 29, seven 7, sun 3, a 4
opr 4, cn2 29
[routing by layer]
| metal | part of all wire [%] | up-vias | wire, um |
|---|---|---|---|
| met1 | 49 | 1363 | 3430 |
| met3 | 3.8 | 10 | 264 |
| met2 | 45 | 38 | 3154 |
| met5 | 0 | - | 0 |
| met4 | 1.6 | 0 | 114 |
| li1 | - | 1525 | - |
[placed cells by master, fill, tap and decap left out, types with 7 or more instances in the layout]
| cell | n |
|---|---|
| mux2i_1 | 7 |
| clkdlybuf4s50_1 | 11 |
| xnor2_1 | 19 |
| inv_1 | 27 |
| o21ai_0 | 8 |
| xor2_1 | 18 |
| nand2_1 | 25 |
| edfxtp_1 | 80 |
| nor3_1 | 9 |
| nor2_1 | 60 |
| dfxtp_1 | 7 |
| clkbuf_16 | 9 |
| nand3_1 | 18 |
| conb_1 | 76 |
| a21oi_1 | 12 |
| ha_1 | 13 |
| and3_1 | 9 |
[cell type report]
type / instances / share of cell area [%]
Multi-Input combinational cell: 344 / 38.61
Timing Repair Buffer: 14 / 2.467
Clock buffer: 10 / 4.259
Clock inverter: 6 / 1.140
Inverter: 28 / 1.955
Tap cell: 184 / 4.282
Sequential cell: 87 / 47.29
[logic make-up after synthesis]
kind of cell / synth area share, %
flops: 56.46
fa+ha+maj: 3.612
compound gates: 8.447
buf+inv: 3.695
mux: 3.223
simple gates: 17.20
other cells: 0.1668
xor+xnor: 7.196
[report_power, final]
| group | switching, mW | leakage [nW] | internal [mW] | total, mW |
|---|---|---|---|---|
| registers | 0.0192 | 0.875 | 0.526 | 0.545 |
| clock network | 0.166 | 0.132 | 0.243 | 0.409 |
| logic | 0.0252 | 0.997 | 0.0173 | 0.0425 |
| total | 0.210 | 2.00 | 0.787 | 0.997 |
[worst max-delay path, cell delays in order (launching register included)]
cell	delay, ns
edfxtp_1	0.40
nor4_4	0.32
nand4b_2	0.18
or4_1	0.55
o31a_1	0.15
a221oi_4	0.24
buf_4	0.28
mux2i_1	0.47
ha_1	0.36
inv_1	0.13
mux4_2	0.50
a2bb2oi_1	0.14
o21ai_1	0.08
[metrics by stage]
stage	instances	utilization [%]	hold WS (ns)	worst slack [ns]	total power, mW
2_1_floorplan	470	-	0.5215	4.296	0.5853
3_3_place_gp	657	34.86	0.5562	4.132	0.5955
3_5_place_dp	657	34.86	0.5666	4.017	0.5977
4_1_cts	673	36.85	0.5828	4.017	1.011
5_1_grt	673	36.85	0.6261	3.732	1.041
6_report	673	36.85	0.5785	4.029	0.9966
Power is estimated from default activity; no workload was simulated.
